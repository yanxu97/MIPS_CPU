### /design/flow/run.sh
#!/bin/bash
# OpenROAD 26Q1-2900-gdf79404cd8, Yosys 0.63+post, stock flow scripts
make -C /OpenROAD-flow-scripts/flow DESIGN_CONFIG=/design/flow/config.mk WORK_HOME=/design/flow/orfs finish
### /design/flow/constraint.sdc
current_design adder_32

set clk_period 23.4
set clk_io_pct 0.2

create_clock -name clk0 -period $clk_period

set non_clock_inputs [all_inputs -no_clocks]
set_input_delay [expr $clk_period * $clk_io_pct] -clock clk0 $non_clock_inputs
set_output_delay [expr $clk_period * $clk_io_pct] -clock clk0 [all_outputs]
### /design/flow/design.v
module Full_adder(A, B, CIN, COUT, SUM);
    input A;
    input B;
    input CIN;
    output COUT;
    output SUM;
    wire XOR2_0_OUT;
    wire AND2_0_OUT;
    wire AND2_1_OUT;
        xor_gate XOR2_0_map(.x(A), .y(B), .z(XOR2_0_OUT));
        xor_gate XOR2_1_map(.x(XOR2_0_OUT), .y(CIN), .z(SUM));
        and_gate AND2_0_map(.x(XOR2_0_OUT), .y(CIN), .z(AND2_0_OUT));
        and_gate AND2_1_map(.x(A), .y(B), .z(AND2_1_OUT));
        or_gate OR2_map(.x(AND2_0_OUT), .y(AND2_1_OUT), .z(COUT));
endmodule
module adder_32(a, b, z);
input [31:0] a;
input [31:0] b;
output wire [31:0] z;
genvar i;
wire [31:0] cout;
generate
    for (i = 0; i < 32;  i = i+1)
    begin : generate_adder_32
        if (i == 0)
        begin
            Full_adder lsb(.A(a[i]) , .B(b[i]) , .CIN(1'b0) , .COUT(cout[i]) , .SUM(z[i]));
        end
        if ((i > 0) && (i < 31))
        begin
            Full_adder mid(.A(a[i]) , .B(b[i]) , .CIN(cout[i-1]) , .COUT(cout[i]) , .SUM(z[i]));
        end
        if (i == 31)
        begin
            Full_adder msb(.A(a[i]) , .B(b[i]) , .CIN(cout[i-1]) , .SUM(z[i]));
        end
    end
endgenerate
endmodule
module and_gate (x, y, z);
  input x;
  input y;
  output z;
  assign z = (x&y) ;
endmodule
module or_gate (x, y, z);
  input x;
  input y;
  output z;
  assign z = (x|y) ;
endmodule
module xor_gate (x, y, z);
  input x;
  input y;
  output z;
  assign z = (x^y) ;
endmodule
### /design/flow/config.mk
export PLATFORM = sky130hd
export DESIGN_NAME = adder_32
export DESIGN_NICKNAME = adder_32
export VERILOG_FILES = /design/flow/design.v
export SDC_FILE = /design/flow/constraint.sdc
export NUM_CORES = 4
export LEC_CHECK = 1
export CORE_AREA = 10 10 91 91
export DIE_AREA = 0 0 101 101
==> flow_summary.yaml <==
# implementation run metrics
detailed_routing:
  drcViolationCount: 0
  dr.pass1.iters: 1
  route.detailed.wl_per_inst_um: 13.4
  ant_nets: 0
  vias: 668
  via_per_inst: 3.26
  drtIter0Drc: 0
  routed_wl_mm: 2.74
  insertedDiodeCount: 0
final_timing:
  fin_crit_sh_pct: 96.8
  hold_viol_final: 0
  fin_crit_ps: 22650
  setup_violations: 0
  worst_pin_slew_ps: 123
  slew_headroom_pct: 91.8
  rsz0062_at_grt: "false"
  fmax_mhz: 44.1
  slew_violations: 0
  tns_ps: 0
placed_design:
  place_congestion: 0.764
  dpl.hpwl_mm: 2.71
  port_buffers: 96
worst_setup_path:
  critPathMostFrequentCell: "fa_1"
  critPathRequiredTime_ps: 18720
  cp_slowest_cell: "clkdlybuf4s50_1"
  worst-setup-path-type: "in2out"
  path_max_fanout: 1
  worstSetupStartpointType: "input pin"
  crit_family: "adder cells"
  arrival_ps: 17970
  crit_buf_inv: 2
  crit_path_end_kind: "output pin"
  slowest_delay_ps: 470
pwr:
  sw_frac_of_total_pct: 24.5
  power_frac_clock_pct: 0
  p_seq_share_pct: 0
  ir_worst_vdd_uv: 10.2
  power.switching_uw: 10.8
  power_frac_comb_pct: 100.0
  p_per_area_mw_per_mm2: 25.9
  leakagePower_uw: 0.000619
  p_int_uw: 33.1
yosys:
  yosysSeqAreaShare_pct: 0
  synthCells: 64
  yosysCellCount: 64
  synth.cell_area_um2: 877
  synth_warnings: 0
  ys_chip_area_um2: 877
  ys_types: 4
  synth.avg_cell_area_um2: 13.7
global_routing:
  grt_max_degree: 2
  overflow: 0
  grt.total_usage_pct: 5.04
  first_global_vias: 840
  antenna_found_initial: 0
  grt_pass1_wl_mm: 4.10
min_path:
  hold_path.class: "in2out"
cells_and_area:
  clockBufferCount: 0
  postLayoutCoreUtil_pct: 26.7
  final_layout_size_suffix_gt1_share_pct: 0
  layout_top_cells: "clkdlybuf4s50_1, fa_1, xor3_1, ha_1"
  area_growth_pct: 93.2
  final_common_cell: "clkdlybuf4s50_1"
  flops: 0
  seqCellArea_um2: 0
floorplan:
  initial_utilization_pct: 13.8
  rows: 29
  num_io_pins: 96
  fp.dieW_um: 101
  die_area_mm2: 0.0102
  die.size.y_um: 101
  core_area_mm2: 0.00635
run:
  drv_cap: 0
  warnings: 32
cts:
  post_cts_resized: 0
  ctsHoldBuffers: 0
  postCtsSetupBuffers: 0
run_status:
  status: "completed"
-- final timing paths --
kind                   from  endpoint  slack [ps]  depth (start not counted)
worst max-delay path   a[0]     z[31]         750                         34
worst min-delay path  a[31]     z[31]       10360                          3
-- worst min-delay path, stage by stage --
cell and delay [ps]:
clkdlybuf4s50_1 400, xor3_1 180, clkdlybuf4s50_1 420
-- logic make-up (layout without fill, tap and decap cells) --
| group | after synthesis | in the layout | share of synthesized area (%) |
|---|---|---|---|
| adder cells (fa/ha/maj) | 31 | 31 | 69.9 |
| buffers and inverters | 32 | 96 | 27.4 |
| XOR/XNOR | 1 | 1 | 2.71 |
-- power by group through the flow --
stage	sequential [uW]	combinational (uW)	clock (uW)
global route	0	49.6	0
CTS	0	45.3	0
finish	0	43.9	0
-- synth_stat cells --
library cell | instances | area, um2
xor3_1 | 1 | 23.8
ha_1 | 1 | 12.5
buf_4 | 32 | 240
fa_1 | 30 | 601
-- per-layer routing --
layer	part of all wire (%)	global-route usage, %
met3	33	5.27
met4	0	0
met2	31	6.24
met5	0	0
met1	35	6.31
-- cell type report --
class	instances	area, um2
repair buffers	96	961
fillers	636	4660
multi-input cells	32	637
well taps	77	96.3
-- through the flow --
stage	hold slack (ps)	cells	power [uW]	setup WS, ps	instance area [um2]
4_1_cts	10360	205	45.3	673	1690
3_5_place_dp	10360	205	45.2	724	1690
6_report	10360	205	43.9	747	1690
3_3_place_gp	10360	205	45.0	721	1690
2_1_floorplan	9530	64	21.8	2020	877
5_1_grt	10400	205	49.6	285	1690
Power and IR drop assume default switching activity.
