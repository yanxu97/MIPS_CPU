### /design/flow/design.v
module PC (
           clk,
           control,
           reset,
           branch_offset,
        pc_in
       );
input clk;
input control;
input reset;
input [15:0]branch_offset;
output [31:0]pc_in;
wire [31:0] pc_out;
wire [31:0] add1;
wire [31:0] add2;
wire [31:0] mux1;
wire [31:0] mux_pc;
wire [31:0] extender;
wire [1:0] not_used;
dff_32 pc(
           .clk    (clk),
           .d      (pc_out),
           .q      (pc_in)
       );
full_adder_32bit adder1(
                     .x              (pc_in),
                     .y              (32'b100),
                     .cin            (1'b0),
                     .z              (add1),
                     .cout           (not_used[0]),
                     .ovf            (not_used[1])
                 );
full_adder_32bit adder2(
                     .x              (add1),
                    .y              ({{14{branch_offset[15]}},branch_offset,2'b00}),
                     .cin            (1'b0),
                     .z              (add2),
                     .cout           (not_used[0]),
                     .ovf            (not_used[1])
                 );
mux_32 mux0(
           .sel        (control),
           .src0       (add1),
           .src1       (add2),
           .z          (mux_pc)
       );
mux_32 mux_pc0 (
           .sel      (reset),
           .src0     (mux_pc),
           .src1     (32'h00400020),
           .z        (pc_out)
       );
endmodule
module and_gate (x, y, z);
  input x;
  input y;
  output z;
  assign z = (x&y) ;
endmodule
module dff_32 (
    clk,
    d,
    q
);
input clk;
input [31:0] d;
output [31:0] q;
genvar i;
generate
    for (i=0; i<32; i=i+1) begin : dff_bits
    dff dff_reg(
        .clk    (clk),
        .d      (d[i]),
        .q      (q[i])
    );      
    end
endgenerate
endmodule
module full_adder_1bit(x,y,c,z,cout);
    input x;
    input y;
    input c;
    output z;
    output cout;
    wire xor0;
    wire and0;
    wire and1;
    xor_gate xor0_map(.x(x), .y(y), .z(xor0));
    xor_gate xor1_map(.x(xor0), .y(c), .z(z));
    and_gate and0_map(.x(x), .y(y), .z(and0));
    and_gate and1_map(.x(xor0), .y(c), .z(and1));
    or_gate or0_map(.x(and0), .y(and1), .z(cout));
endmodule
module full_adder_32bit(x,y,cin,z,cout,ovf);
input [31:0] x;
input [31:0] y;
input cin;
output wire [31:0] z;
output wire cout;
output wire ovf;
wire [31:1] t;
wire t_out;
full_adder_1bit fa0_map(.x(x[0]), .y(y[0]), .c(cin), .z(z[0]), .cout(t[1]));
genvar i;
generate
    for (i=1; i<31;i=i+1)
    begin : generate_full_adder_1bit
        full_adder_1bit fa1_map(.x(x[i]), .y(y[i]), .c(t[i]), .z(z[i]), .cout(t[i+1]));
    end
endgenerate
full_adder_1bit fa2_map(.x(x[31]), .y(y[31]), .c(t[31]), .z(z[31]), .cout(t_out));
xor_gate xor_map(.x(t[31]), .y(t_out), .z(ovf));
assign cout = t_out;
endmodule
module dff (clk, d, q);
    input clk;
    input d;
    output reg q;
    always @(negedge clk)
      begin
         q <= d;
      end
endmodule 
module mux_32 (sel, src0, src1, z);
  input sel;
  input [31:0] src0;
  input [31:0] src1;
  output reg [31:0] z;
  always @(sel or src0 or src1)
      begin
        if (sel == 1'b0) z <= src0;
        else z <= src1;
      end
endmodule
module or_gate (x, y, z);
  input x;
  input y;
  output z;
  assign z = (x|y) ;
endmodule
module xor_gate (x, y, z);
  input x;
  input y;
  output z;
  assign z = (x^y) ;
endmodule
### /design/flow/run.sh
#!/bin/bash
# OpenROAD 26Q1-2900-gdf79404cd8, Yosys 0.63+post, stock flow scripts
make -C /OpenROAD-flow-scripts/flow DESIGN_CONFIG=/design/flow/config.mk WORK_HOME=/design/flow/orfs finish
### /design/flow/config.mk
export PLATFORM = sky130hd
export DESIGN_NAME = PC
export DESIGN_NICKNAME = PC
export VERILOG_FILES = /design/flow/design.v
export SDC_FILE = /design/flow/constraint.sdc
export NUM_CORES = 4
export LEC_CHECK = 1
export CORE_UTILIZATION = 50
### /design/flow/constraint.sdc
current_design PC

set clk_period 16.3
set clk_io_pct 0.2

create_clock -name clk0 -period $clk_period [get_ports {clk}]

set non_clock_inputs [all_inputs -no_clocks]
set_input_delay [expr $clk_period * $clk_io_pct] -clock clk0 $non_clock_inputs
set_output_delay [expr $clk_period * $clk_io_pct] -clock clk0 [all_outputs]
==> impl_metrics.toml <==
# generated from flow reports
[clock_network]
ctsHtreeMaxLevel = 2
numCtsBuffers = 5
cts_hold_buffers = 0
root_buffer = "clkbuf_8"
clk_pin_slew_ns = 0.04
clock_path_buffers = 2
clk_latency_ns = 0.35
cts_tree = "built"
post_cts_buffers = 0
clkSinkCount = 30

[final_timing]
hold_violations = 0
finalSetupViolations = 16
fin_ws_ns = -5.278
max_slew_margin_pct = 56.04
fin_setup_tns_ns = -45.55
grt_setup_unrepaired = "true"
finalMaxSlewViolations = 0
clock_skew_ns = 0.01423
tightestPinTransition_ns = 0.6594

[place]
gp_congestion = 0.7665
place_ws_ns = -6.125
dp_hpwl_um = 2728
portBuffers = 48

[logic_synthesis]
synth_warnings = 2
area_leaders = "dfxtp_1 (24%), fa_1 (22%), ha_1 (14%), buf_4 (10%), a211oi_2 (9.9%)"
synthCells = 241
ys.flops = 30
ys_cells = 241
synth.distinct_cells = 23
ys_area_mm2 = 0.002530
synth.largest_area_cell = "dfxtp_1"
syn_avg_cell_area_um2 = 10.50
synth_top_area_share_pct = 23.74
postSynthSeqShare_pct = 23.74
syn_area_mm2 = 0.002530

[power]
p_leak_nw = 1.456
peakVddDrop_v = 0.00004564
cellPowerDensity_mw_per_mm2 = 94.72

[layout]
reg.largest.list = "pc.dff_bits.dff_reg.q x30"
largest_reg_flops = 30
final_layout_size_suffix_gt1_share_pct = 25.17
nFillCells = 424
top_register = "pc.dff_bits.dff_reg.q"
syn2layout_area_growth_pct = 22.55
final_core_util_pct = 64.78

[floorplan]
chipWidth_um = 73.13
num_rows = 25
core_util_floorplan_pct = 52.86
core-area_mm2 = 0.004786
dieArea_mm2 = 0.005348
die_height_um = 73.13
ios = 51

[global_route]
track_usage_pct = 17.44
grt_pass1_wl_um = 6893
first_global_vias = 1718
grt.overflow.total = 0
grt_max_degree = 56
antenna_found_initial = 0

[route]
ant_nets = 0
wl_um = 3888
drt_iter0_markers = 43
vias_per_cell = 4.445
routed-via-count = 1587
first_pass_iters = 4
antennaDiodeCount = 0
wl_per_cell_um = 10.89
route.detailed.drc = 0

[setup_path]
cp.arrival_ns = 13.64
path_class = "in2reg"
required_ns = 8.36
cp_max_fo = 2
end_kind = "flop"
critPathMaxStageDelay_ns = 0.37
startpoint_type = "input port"
rr_startpoint = "pc.dff_bits[2].dff_reg.q"
worst_path_most_repeated_cell = "fa_2"
cp-startpoint = "branch_offset[0]"
critPathSlowestCell = "fa_2"

[hold_path]
hold_class = "reg2reg"
hold_start = "pc.dff_bits[2].dff_reg.q"

[status]
violations = "setup timing"
status = "complete, but fails checks"

[run]
tool_warnings = 59
max-cap-violations = 0
## critical path, delay by kind of cell
kind	cells	cell delay, ns
simple gates	2	0.26
xor+xnor	1	0.15
fa+ha+maj	29	9.83
buf+inv	2	0.10
## cells in the final DEF, fill, tap and decap left out, types with 2 or more instances in the layout
master	netlist	routed
ha_1	29	28
clkdlybuf4s50_1	0	44
mux2_4	0	3
nand2b_1	2	2
buf_2	2	2
clkbuf_8	0	5
inv_2	0	3
nand2_1	2	2
conb_1	1	2
dfxtp_1	30	30
mux2_2	5	2
buf_4	34	4
nor2_1	28	28
a211oi_2	20	20
inv_1	46	73
fa_2	0	28
a21oi_1	2	2
## synth_stat cells
library cell / instances
o21ai_0: 2
a211oi_1: 1
a211oi_2: 20
buf_2: 2
fa_1: 28
ha_1: 29
buf_6: 1
nand2b_1: 2
buf_12: 2
nor3b_2: 1
mux2_2: 5
nand2_1: 2
conb_1: 1
buf_8: 1
nor2_1: 28
dfxtp_1: 30
xor2_1: 1
a21oi_1: 2
xnor2_1: 1
clkbuf_1: 1
nand3_1: 1
buf_4: 34
inv_1: 46
## area by class of cell
type	instances	area (um^2)	area share (%)
multi-input cells	125	1526	49.23
flip-flops and latches	30	600.6	19.37
repair buffers	52	500.5	16.14
inverters	45	168.9	5.448
clock inverters	33	151.4	4.883
well taps	67	83.83	2.704
clock buffers	5	68.82	2.220
## stage by stage
step | hold slack (ns) | instances | total power, mW | area, um^2
floorplan | 0.5266 | 242 | 0.1848 | 2635
global placement | 0.5609 | 320 | 0.2055 | 2889
detailed placement | 0.5707 | 320 | 0.2056 | 2889
CTS | 0.5898 | 357 | 0.3024 | 3100
global route | 0.6547 | 357 | 0.3268 | 3100
finish | 0.5871 | 357 | 0.2937 | 3100
## final timing paths
kind         slack (ns)  depth (start not counted)                   endpoint
max reg2reg        5.29                         33  pc.dff_bits[31].dff_reg.q
max               -5.28                         34  pc.dff_bits[31].dff_reg.q
min                0.59                          3   pc.dff_bits[2].dff_reg.q
min reg2reg        0.59                          3   pc.dff_bits[2].dff_reg.q
## logic make-up after synthesis
group	Yosys count	synth area share, %
other	1	0.1482
XOR/XNOR	2	0.6925
multiplexers	5	2.225
AND-OR/OR-AND	25	10.98
buffers and inverters	87	20.08
adder cells (fa/ha/maj)	57	36.50
flip-flops	30	23.74
AND/OR/NAND/NOR	34	5.638
## per-layer routing
layer,up-vias,track usage [%],share of wire [%]
met5,-,1.010,0
met4,0,4.793,0.23
met3,2,8.543,7.0
met2,46,25.21,45
met1,719,24.21,48
li1,820,-,-
## what timing repair did
item                       CTS  global route
resized                     11             0
pin swaps                   12             6
setup endpoints to repair   18            16
cloned                       0             0
## power by group
| part | total, mW | internal (mW) | switching [mW] |
|---|---|---|---|
| logic | 0.102 | 0.0590 | 0.0430 |
| registers | 0.0903 | 0.0847 | 0.00569 |
| clock network | 0.101 | 0.0543 | 0.0470 |
| total | 0.294 | 0.198 | 0.0958 |
Power figures rest on the tool's default switching activity, not on a simulated workload.
